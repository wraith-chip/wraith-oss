$ cat flow/design.v
interface rvtu_pair_arb_if ();
  logic dfp_read;
  logic dfp_write;
  logic [31:0] dfp_wdata;
  logic dfp_ack;
  logic dfp_rdata_valid;
  logic [31:0] dfp_rdata;
  modport mmmu_arb(
      input dfp_read, dfp_write, dfp_wdata,
      output dfp_ack, dfp_rdata_valid, dfp_rdata
  );
  modport rvtu_pair(
      output dfp_read, dfp_write, dfp_wdata,
      input dfp_ack, dfp_rdata_valid, dfp_rdata
  );
endinterface
interface scratchpad_bank_if #(
    parameter integer unsigned ADDRBITS = 9  
) ();
  logic [ADDRBITS - 1:0] addr;
  logic ren;
  logic wen;
  logic [31:0] rdata;
  logic rvalid;
  logic [31:0] wdata;
  modport ctrl(input rdata, rvalid, output addr, ren, wen, wdata);
  modport bank(input addr, ren, wen, wdata, output rdata, rvalid);
endinterface
interface scratchpad_controller_if ();
  logic req_out;
  logic [31:0] dbus_out;
  logic bus_ready;
  logic bus_own_ack;
  logic req_in;
  logic [31:0] dbus_in;
  modport mmmu_arb(input req_out, dbus_out, output bus_ready, bus_own_ack, req_in, dbus_in);
  modport spm(input bus_ready, bus_own_ack, req_in, dbus_in, output req_out, dbus_out);
endinterface
package func_types;
typedef enum logic [3:0] {
    alu_op_add     = 4'b0000,
    alu_op_sll     = 4'b0001,
    alu_op_sra     = 4'b0010,
    alu_op_sub     = 4'b0011,
    alu_op_xor     = 4'b0100,
    alu_op_srl     = 4'b0101,
    alu_op_or      = 4'b0110,
    alu_op_and     = 4'b0111,
    alu_op_slt     = 4'b1000,
    alu_op_sltu    = 4'b1001
} alu_ops;
typedef enum logic [2:0] {
    alu_pe_op_add     = 3'b000,
    alu_pe_op_sll     = 3'b001,
    alu_pe_op_sra     = 3'b010,
    alu_pe_op_sub     = 3'b011,
    alu_pe_op_xor     = 3'b100,
    alu_pe_op_srl     = 3'b101,
    alu_pe_op_or      = 3'b110,
    alu_pe_op_and     = 3'b111
} alu_pe_ops;
typedef enum logic [2:0] {
    mul_op      = 3'b000,
    mul_op_h    = 3'b001,
    mul_op_hsu  = 3'b010,
    mul_op_hu   = 3'b011
} mul_ops;
endpackage
package glbl_pkg;
  localparam integer unsigned SPM_BANK_SIZE = 512;
  localparam integer unsigned NUM_RFILE = 2;
  localparam integer unsigned NUM_WFILE = 3;
  localparam integer unsigned NUM_CSRS_EFF = 2 * ((NUM_RFILE > NUM_WFILE) ? NUM_RFILE : NUM_WFILE);
  localparam integer unsigned CSR_IDX_BITS = $clog2(NUM_CSRS_EFF);
  localparam integer unsigned MMIO_CSR_SELECT_BITIDX = 10;
  localparam integer unsigned SPMLEN_RFILE_IDX   = 0;
  localparam integer unsigned SPMLEN_IN_BOT_IDX  = 8;
  localparam integer unsigned SPMLEN_OUT_BOT_IDX = 17;
endpackage
package mmmu_types;
  localparam integer unsigned CYCLES_PER_WORD = 1;
  localparam integer unsigned RVTU_CTRL_REG_SIZE = 1;
  localparam integer unsigned SPM_CFG_SIZE = 512;
  localparam integer unsigned CACHELINE_SIZE = 4;
  localparam integer unsigned MAX_TRANSACTION_SIZE = 512;
  localparam integer unsigned DATA_CTR_WIDTH = $clog2(MAX_TRANSACTION_SIZE);
  typedef enum logic [2:0] {
    poll,
    poll_wait_bus_clr,
    driver_addr0,
    driver_data,
    passenger_addr0,
    passenger_data
  } bus_trans_fsm_t;
  typedef enum logic [3:0] {
    SPMLEN_spm_write  = 4'h2,
    csr_write         = 4'h5,   
    csr_rd_req        = 4'h3,   
    cacheline_rd_resp = 4'h7,   
    SPMLEN_spm_wb    = 4'h1,   
    cacheline_rd_req = 4'h8,   
    cacheline_wb     = 4'h6,   
    csr_rd_resp      = 4'h4,
    no_meta          = '0
  } dbus_meta_t;
  typedef struct packed {
    logic        off_chip_req;    
    dbus_meta_t  off_chip_meta;   
    logic [10:0] __reserved0;     
    logic        on_chip_req;    
    dbus_meta_t  on_chip_meta;   
    logic [10:0] __reserved1;    
  } dbus_pkt_cyc0_t;
  typedef enum logic [2:0] {
    POLL, SCLR,  SADDR, SDATA,
    MCLR, MADDR, MDATA, FCLR
  } bridge_state_t;
endpackage
package pe_types;
    localparam int RF_SIZE = 32;
    localparam int RF_BITS = $clog2(RF_SIZE);
    localparam int PAT_SIZE = 16;
    localparam int PID_BITS = 4;
    typedef enum logic [2:0] {
        NORTH = 3'b000,
        WEST  = 3'b001,
        SOUTH = 3'b010,
        EAST  = 3'b011,
        SINK  = 3'b111,
        UDEF  = 'x
    } port_dir_t;
    typedef logic [2:0] egress_id;   
    typedef logic [PID_BITS-1:0] pid_t;
    typedef logic [RF_BITS-1:0] rf_reg;
    typedef enum logic [2:0] {
        fu_op_add = 3'b000,
        fu_op_sll = 3'b001,
        fu_op_sra = 3'b010,
        fu_op_sub = 3'b011,
        fu_op_xor = 3'b100,
        fu_op_srl = 3'b101,
        fu_op_or  = 3'b110,
        fu_op_and = 3'b111
    } fu_alu_func;
    typedef enum logic [2:0] {
        fu_op_mul     = 3'b000,
        fu_op_mul_h   = 3'b001,
        fu_op_mul_hsu = 3'b010,
        fu_op_mul_hu  = 3'b011
    } fu_mul_func;
    typedef union packed {
        fu_alu_func alu_op;
        fu_mul_func mul_op;
    } fu_func;
    typedef struct packed {
        logic src_imm;
        pid_t response_pid;   
        logic imm_we;
        logic rf_we;
        rf_reg rd;   
        egress_id dest;   
        rf_reg src;   
        fu_func fu_op;   
    } action_table_entry_t;
    typedef struct packed {
        logic                padding;
        action_table_entry_t pat_w_entry;
        logic [3:0]          pat_ind;
        logic [1:0]          y_coord;
        logic [1:0]          x_coord;
    } config_payload_t;
    typedef struct packed {
        logic [22:0] imm;
        rf_reg       rd;
        logic [1:0]  y_coord;
        logic [1:0]  x_coord;
    } const_payload_t;
    typedef union packed {
        config_payload_t conf;
        const_payload_t  cnst;
        logic [31:0]     data;
    } packet_payload_t;
    typedef struct packed {
        pid_t pid;
        packet_payload_t payload;
    } packet_t;
endpackage
package spm_types;
  typedef enum logic [2:0] {
    ssw_idle,
    ssw_get_addr,
    ssw_sram_wr,
    ssw_write_mesh
  }  spm_sram_write_fsm_t;
  typedef enum logic [2:0] {
    ssr_idle,
    ssr_get_pkts,
    ssr_wait_wb,
    ssr_magic,
    ssr_wb
  }  spm_sram_read_fsm_t;
endpackage
module fifo
#(
    parameter int DEPTH = 3,   
    parameter int WIDTH = 32  
) (
    input  logic clk,
    input  logic rst,
    input  logic             enqueue,
    input  logic [WIDTH-1:0] wdata,
    input  logic             dequeue,
    output logic [WIDTH-1:0] rdata,
    output logic             full,
    output logic             empty
);
localparam int PTR = DEPTH;
localparam int TDEPTH = 2 ** DEPTH;
logic [WIDTH-1:0] data [TDEPTH];
logic [PTR:0] head;
logic [PTR:0] tail;
always_ff @(posedge clk) begin
    if (rst) begin
        head <= '0;
        tail <= '0;
    end else begin
        if (enqueue & dequeue & (full | empty)) begin
            if (empty) begin
                data[tail[PTR-1:0]] <= wdata;
                tail <= tail + 1'b1;
            end else if (full) begin
                data[tail[PTR-1:0]] <= wdata;
                head <= head + 1'b1;
                tail <= tail + 1'b1;
            end
        end else begin
            if (enqueue & !full) begin
                data[tail[PTR-1:0]] <= wdata;
                tail <= tail + 1'b1;
            end
            if (dequeue & !empty) begin
                head <= head + 1'b1;
            end
        end
    end
end
always_comb begin
    full  = (head[PTR] ^ tail[PTR]) & (head[PTR-1:0] == tail[PTR-1:0]);
    empty = (head == tail);
    rdata = data[head[PTR-1:0]];
end
endmodule : fifo
$ cat flow/constraint.sdc
current_design fifo

set clk_period 6.1
set clk_io_pct 0.2

create_clock -name clk0 -period $clk_period [get_ports {clk}]

set non_clock_inputs [all_inputs -no_clocks]
set_input_delay [expr $clk_period * $clk_io_pct] -clock clk0 $non_clock_inputs
set_output_delay [expr $clk_period * $clk_io_pct] -clock clk0 [all_outputs]
$ cat flow/run.sh
#!/bin/bash
# OpenROAD 26Q1-2900-gdf79404cd8, Yosys 0.63+post, stock flow scripts
make -C /OpenROAD-flow-scripts/flow DESIGN_CONFIG=/design/flow/config.mk WORK_HOME=/design/flow/orfs finish
$ cat flow/config.mk
export PLATFORM = sky130hd
export DESIGN_NAME = fifo
export DESIGN_NICKNAME = fifo
export VERILOG_FILES = /design/flow/design.v
export SDC_FILE = /design/flow/constraint.sdc
export NUM_CORES = 4
export LEC_CHECK = 1
export CORE_UTILIZATION = 30
==> reports/results.txt <==
outcome -> completed
synthesized area -> 0.01028 mm2
largest net degree at the start of global routing -> 39
first-pass GRT wire length -> 30.95 mm
Compound Share, Synth -> 1.059%
Final setup viols -> 0
yosys warns -> 1
post-DP HPWL -> 10.99 mm
fin area -> 0.01238 mm2
Overall Global Routing Usage -> 12.40%
clk buf depth -> 3
Basic Gates by Area -> 2.033%
Detailed Route WL -> 19.49 mm
main logic family after synthesis -> multiplexers
Worst Max-Slew Pin Slew -> 0.7969 ns
# rows -> 67
Top cell area share -> 74.81%
vias per cell -> 4.691
DRT iter0 DRCs -> 274
Placer Congestion -> 0.7919
CTS tree -> done
Crit Path Class -> reg -> out
cell-internal power -> 3377 uW
synthesized instance count -> 454
syn avg cell area -> 22.63 um2
ys flops -> 267
fillers -> 2963
Final ANT Viol Nets -> 0
critical path peak fanout -> 26
gr ovfl total -> 0
routed length per instance -> 19.33 um
maxcap violations -> 0
Leak -> 0.003750 uW
CTS Sinks -> 267
nature of the critical path endpoint -> output port
# Cells Yosys -> 454
post-synth top area cell -> edfxtp_1
TritonCTS Buffers -> 28
final hold viol count -> 0
Adder Share, Synth -> 0.2435%
setup tns final -> 0 ns
Placed Area -> 0.01156 mm2
Ports -> 70
ys flop type -> edfxtp_1
Final WS setup -> 1.899 ns
Hold Buf Count CTS -> 0
Worst EP required -> 4.88 ns
Seq/Total Area, Yosys -> 76.95%
Core ar. -> 0.03362 mm2
OpenROAD warnings -> 25
Die Span X -> 187.1 um
Hold Path Class -> reg -> reg
number of global-route vias before repair -> 5385
sw power -> 989.4 uW
xor and xnor area share after synthesis -> 0.6575%
Resized cells post-CTS -> 0
Max-slew headroom -> 46.64%
placed cells -> 959
layout cells sized above 1 -> 28.09%
Top area cell types -> edfxtp_1 (75%), mux4_2 (14%), mux2_2 (3.5%)
Core Density at Floorplan -> 30.57%
Async SR Flop Fraction -> 0%
clk_skew -> 0.02008 ns
post-place setup slack -> 2.212 ns
unrepaired setup endpoints after global routing -> no
H-tree Lvls -> 1
Netlist cell types -> 42
DRT Pass-1 Iters -> 4
Final Power -> 4366 uW
die area -> 0.03500 mm2
vias -> 4729
I/O Buffers -> 69
clock share of power -> 34.2%
min cycle time layout -> 4.201 ns
CTS root buf -> clkbuf_16
worst skew pair latency -> 0.55 ns
final cell count without fillers -> 1008
Final Max Slew Viols -> 0
Seq pwr share -> 48.8%
worst path arrival time -> 2.98 ns
period utilisation layout -> 68.87%
Peak Freq -> 238.0 MHz
Post-CTS Setup Inserts -> 0
antenna violations before repair -> 2
peak supply drop -> 0.2777 mV
Logic pwr share -> 17.0%
flip-flops with a built-in enable -> 256
DRC viols -> 0
Switching Fraction -> 22.66%
clock-pin slew on the worst setup and hold paths -> 0.06 ns
Setup crit start kind -> flip-flop
mux share -> 17.73%
yosys stat chip area -> 0.01028 mm2
Die H -> 187.1 um
Cell Pwr Density -> 352.7 mW/mm2
area delta synth->final -> 20.46%
## cell usage in the layout, fill, tap and decap left out, types with 3 or more instances in the layout
master,n
a21oi_1,3
buf_4,12
clkbuf_1,5
clkbuf_16,28
clkdlybuf4s50_1,69
clkinv_1,9
clkinv_2,4
dfxtp_1,8
edfxtp_1,256
inv_1,5
mux2_2,32
mux4_2,64
nand2_1,5
nand3_1,3
nor2_1,4
nor2_4,6
nor3b_1,3
o311ai_0,3
xnor2_1,3
## area by class of cell
class                   instances  area [um2]  share of cell area (%)
diodes                          1       2.502                 0.02022
inverters                       5       18.77                  0.1516
repair buffers                 81       780.7                   6.308
well taps                     448       560.5                   4.528
clock buffers                  33       719.4                   5.812
flip-flops and latches        267        7916                   63.95
clock inverters                15       92.59                  0.7480
multi-input cells             158        2287                   18.48
## worst max-delay path, stage by stage, from the launching register on
cell and delay [ns]:
dfxtp_4 0.61, buf_4 0.54, mux4_2 0.58, mux2_2 0.29
clkdlybuf4s50_1 0.40
## final timing paths
path,from,endpoint,slack (ns),cells after the start
min reg2reg,head[3],head[3],0.56,2
max reg2reg,tail[0],data[2][27],3.37,5
min,head[3],head[3],0.56,2
max,flip-flop,rdata[20],1.90,4
## routing by layer
metal,track usage [%],up-vias,share of wire (%)
met2,19.55,250,50
met3,7.548,33,12
met5,0,-,0.041
met1,15.33,2365,36
met4,1.923,2,2.0
li1,-,2079,-
## power groups by stage
stage	clock [uW]	sequential (uW)	combinational, uW
5_1_grt	1610	2150	812
4_1_cts	1530	2140	768
6_report	1490	2130	742
## synth_stat cells (2+ instances only)
master,count
a21oi_1,3
buf_2,7
buf_6,2
clkbuf_1,13
dfxtp_1,11
edfxtp_1,256
ha_1,2
inv_1,5
mux2_2,32
mux2i_1,2
mux4_2,64
nand2_1,5
nand2b_1,2
nand3_1,3
nor2_1,10
nor3_1,2
nor3b_1,3
o211ai_1,2
o21ai_0,2
o311ai_0,3
or3_1,2
xnor2_1,3
## logic make-up (layout without fill, tap and decap cells)
kind of cell | count (synthesis) | after routing
fa+ha+maj | 2 | 2
xor+xnor | 6 | 6
compound gates | 15 | 15
simple gates | 37 | 37
flops | 267 | 267
buf+inv | 29 | 134
other cells | 0 | 1
mux | 98 | 98
## state kept, by name, indices dropped and copies added, names as in the netlist, named ones only
| signal | flops |
|---|---|
| data | 256 |
| tail | 4 |
| head | 4 |
## per-stage QoR
stage               hold WS, ns  utilization, %
floorplan                0.4988               -
global placement         0.5391           34.40
detailed placement       0.5522           34.40
CTS                      0.5626           36.81
global route             0.6253           36.81
finish                   0.5646           36.82
Power figures rest on the tool's default switching activity, not on a simulated workload.
