**config.mk**
```make
export PLATFORM = sky130hd
export DESIGN_NAME = rvtu_rf
export DESIGN_NICKNAME = rvtu_rf
export VERILOG_FILES = /design/flow/design.v
export SDC_FILE = /design/flow/constraint.sdc
export NUM_CORES = 4
export LEC_CHECK = 1
export CORE_UTILIZATION = 50
```
**constraint.sdc**
```tcl
current_design rvtu_rf

set clk_period 7.1
set clk_io_pct 0.2

create_clock -name clk0 -period $clk_period [get_ports {clk}]

set non_clock_inputs [all_inputs -no_clocks]
set_input_delay [expr $clk_period * $clk_io_pct] -clock clk0 $non_clock_inputs
set_output_delay [expr $clk_period * $clk_io_pct] -clock clk0 [all_outputs]
```
**design.v**
```verilog
interface rvtu_pair_arb_if ();
  logic dfp_read;
  logic dfp_write;
  logic [31:0] dfp_wdata;
  logic dfp_ack;
  logic dfp_rdata_valid;
  logic [31:0] dfp_rdata;
  modport mmmu_arb(
      input dfp_read, dfp_write, dfp_wdata,
      output dfp_ack, dfp_rdata_valid, dfp_rdata
  );
  modport rvtu_pair(
      output dfp_read, dfp_write, dfp_wdata,
      input dfp_ack, dfp_rdata_valid, dfp_rdata
  );
endinterface
interface scratchpad_bank_if #(
    parameter integer unsigned ADDRBITS = 9  
) ();
  logic [ADDRBITS - 1:0] addr;
  logic ren;
  logic wen;
  logic [31:0] rdata;
  logic rvalid;
  logic [31:0] wdata;
  modport ctrl(input rdata, rvalid, output addr, ren, wen, wdata);
  modport bank(input addr, ren, wen, wdata, output rdata, rvalid);
endinterface
interface scratchpad_controller_if ();
  logic req_out;
  logic [31:0] dbus_out;
  logic bus_ready;
  logic bus_own_ack;
  logic req_in;
  logic [31:0] dbus_in;
  modport mmmu_arb(input req_out, dbus_out, output bus_ready, bus_own_ack, req_in, dbus_in);
  modport spm(input bus_ready, bus_own_ack, req_in, dbus_in, output req_out, dbus_out);
endinterface
package func_types;
typedef enum logic [3:0] {
    alu_op_add     = 4'b0000,
    alu_op_sll     = 4'b0001,
    alu_op_sra     = 4'b0010,
    alu_op_sub     = 4'b0011,
    alu_op_xor     = 4'b0100,
    alu_op_srl     = 4'b0101,
    alu_op_or      = 4'b0110,
    alu_op_and     = 4'b0111,
    alu_op_slt     = 4'b1000,
    alu_op_sltu    = 4'b1001
} alu_ops;
typedef enum logic [2:0] {
    alu_pe_op_add     = 3'b000,
    alu_pe_op_sll     = 3'b001,
    alu_pe_op_sra     = 3'b010,
    alu_pe_op_sub     = 3'b011,
    alu_pe_op_xor     = 3'b100,
    alu_pe_op_srl     = 3'b101,
    alu_pe_op_or      = 3'b110,
    alu_pe_op_and     = 3'b111
} alu_pe_ops;
typedef enum logic [2:0] {
    mul_op      = 3'b000,
    mul_op_h    = 3'b001,
    mul_op_hsu  = 3'b010,
    mul_op_hu   = 3'b011
} mul_ops;
endpackage
package glbl_pkg;
  localparam integer unsigned SPM_BANK_SIZE = 512;
  localparam integer unsigned NUM_RFILE = 2;
  localparam integer unsigned NUM_WFILE = 3;
  localparam integer unsigned NUM_CSRS_EFF = 2 * ((NUM_RFILE > NUM_WFILE) ? NUM_RFILE : NUM_WFILE);
  localparam integer unsigned CSR_IDX_BITS = $clog2(NUM_CSRS_EFF);
  localparam integer unsigned MMIO_CSR_SELECT_BITIDX = 10;
  localparam integer unsigned SPMLEN_RFILE_IDX   = 0;
  localparam integer unsigned SPMLEN_IN_BOT_IDX  = 8;
  localparam integer unsigned SPMLEN_OUT_BOT_IDX = 17;
endpackage
package mmmu_types;
  localparam integer unsigned CYCLES_PER_WORD = 1;
  localparam integer unsigned RVTU_CTRL_REG_SIZE = 1;
  localparam integer unsigned SPM_CFG_SIZE = 512;
  localparam integer unsigned CACHELINE_SIZE = 4;
  localparam integer unsigned MAX_TRANSACTION_SIZE = 512;
  localparam integer unsigned DATA_CTR_WIDTH = $clog2(MAX_TRANSACTION_SIZE);
  typedef enum logic [2:0] {
    poll,
    poll_wait_bus_clr,
    driver_addr0,
    driver_data,
    passenger_addr0,
    passenger_data
  } bus_trans_fsm_t;
  typedef enum logic [3:0] {
    SPMLEN_spm_write  = 4'h2,
    csr_write         = 4'h5,   
    csr_rd_req        = 4'h3,   
    cacheline_rd_resp = 4'h7,   
    SPMLEN_spm_wb    = 4'h1,   
    cacheline_rd_req = 4'h8,   
    cacheline_wb     = 4'h6,   
    csr_rd_resp      = 4'h4,
    no_meta          = '0
  } dbus_meta_t;
  typedef struct packed {
    logic        off_chip_req;    
    dbus_meta_t  off_chip_meta;   
    logic [10:0] __reserved0;     
    logic        on_chip_req;    
    dbus_meta_t  on_chip_meta;   
    logic [10:0] __reserved1;    
  } dbus_pkt_cyc0_t;
  typedef enum logic [2:0] {
    POLL, SCLR,  SADDR, SDATA,
    MCLR, MADDR, MDATA, FCLR
  } bridge_state_t;
endpackage
package pe_types;
    localparam int RF_SIZE = 32;
    localparam int RF_BITS = $clog2(RF_SIZE);
    localparam int PAT_SIZE = 16;
    localparam int PID_BITS = 4;
    typedef enum logic [2:0] {
        NORTH = 3'b000,
        WEST  = 3'b001,
        SOUTH = 3'b010,
        EAST  = 3'b011,
        SINK  = 3'b111,
        UDEF  = 'x
    } port_dir_t;
    typedef logic [2:0] egress_id;   
    typedef logic [PID_BITS-1:0] pid_t;
    typedef logic [RF_BITS-1:0] rf_reg;
    typedef enum logic [2:0] {
        fu_op_add = 3'b000,
        fu_op_sll = 3'b001,
        fu_op_sra = 3'b010,
        fu_op_sub = 3'b011,
        fu_op_xor = 3'b100,
        fu_op_srl = 3'b101,
        fu_op_or  = 3'b110,
        fu_op_and = 3'b111
    } fu_alu_func;
    typedef enum logic [2:0] {
        fu_op_mul     = 3'b000,
        fu_op_mul_h   = 3'b001,
        fu_op_mul_hsu = 3'b010,
        fu_op_mul_hu  = 3'b011
    } fu_mul_func;
    typedef union packed {
        fu_alu_func alu_op;
        fu_mul_func mul_op;
    } fu_func;
    typedef struct packed {
        logic src_imm;
        pid_t response_pid;   
        logic imm_we;
        logic rf_we;
        rf_reg rd;   
        egress_id dest;   
        rf_reg src;   
        fu_func fu_op;   
    } action_table_entry_t;
    typedef struct packed {
        logic                padding;
        action_table_entry_t pat_w_entry;
        logic [3:0]          pat_ind;
        logic [1:0]          y_coord;
        logic [1:0]          x_coord;
    } config_payload_t;
    typedef struct packed {
        logic [22:0] imm;
        rf_reg       rd;
        logic [1:0]  y_coord;
        logic [1:0]  x_coord;
    } const_payload_t;
    typedef union packed {
        config_payload_t conf;
        const_payload_t  cnst;
        logic [31:0]     data;
    } packet_payload_t;
    typedef struct packed {
        pid_t pid;
        packet_payload_t payload;
    } packet_t;
endpackage
package spm_types;
  typedef enum logic [2:0] {
    ssw_idle,
    ssw_get_addr,
    ssw_sram_wr,
    ssw_write_mesh
  }  spm_sram_write_fsm_t;
  typedef enum logic [2:0] {
    ssr_idle,
    ssr_get_pkts,
    ssr_wait_wb,
    ssr_magic,
    ssr_wb
  }  spm_sram_read_fsm_t;
endpackage
module rvtu_rf (
    input clk,
    input        [ 4:0] rs1_addr,
    output logic [31:0] rs1_rdata,
    input        [ 4:0] rs2_addr,
    output logic [31:0] rs2_rdata,
    input        rd_wr,
    input [ 4:0] rd_addr,
    input [31:0] rd_wdata
);
  logic [31:0] regs[1:31];
  assign rs1_rdata = ~(|rs1_addr) ? '0 :
                     ((rd_wr & rs1_addr == rd_addr) ? rd_wdata : regs[rs1_addr]);
  assign rs2_rdata = ~(|rs2_addr) ? '0 :
                     ((rd_wr & rs2_addr == rd_addr) ? rd_wdata : regs[rs2_addr]);
  always_ff @(posedge clk) if (rd_wr & |rd_addr) regs[rd_addr] <= rd_wdata;
endmodule
```
**run.sh**
```bash
#!/bin/bash
# OpenROAD 26Q1-2900-gdf79404cd8, Yosys 0.63+post, stock flow scripts
make -C /OpenROAD-flow-scripts/flow DESIGN_CONFIG=/design/flow/config.mk WORK_HOME=/design/flow/orfs finish
```
==> job_summary.md <==
### Flow metrics

| Metric | Value |
|---|---|
| Worst setup path startpoint | rs1_addr[2] |
| Worst Setup Path Type | input port to output pin |
| Stage-log warning count | 25 |
| Max Buffers Root-to-Sink | 3 |
| Required @ worst endpoint | 5.68 ns |
| Mean Syn Cell Area | 17.1 um2 |
| Post-Syn Area | 47,200 um2 |
| Clock transition at path regs | 0.06 ns |
| Resized cells post-CTS | 0 |
| Min-Delay Path Class | input port to flop |
| Cell mode on critical path | buf_4 |
| Crit path max fanout | 38 |
| FMAX | 153 MHz |
| Post-layout minimum cycle time | 6.54 ns |
| Slowest-stage cell, CP | o41ai_1 |
| 1st-iter DRT viols | 1,980 |
| PnR worst setup slack | 0.556 ns |
| DRC violations left | 0 |
| FP Util | 0.505 |
| Worst vdd ir | 0.000174 V |
| Synth Seq Share | 0.631 |
| Async S/R FF share, synth | 0 |
| Vias in the first global route | 31,700 |
| # setup viols final | 0 |
| Total number of vias | 29,200 |
| Drt first pass iters | 7 |
| Final TNS setup | 0 ns |
| Gp weighted congestion | 0.901 |
| Vias per cell | 6.89 |
| # hold bufs at CTS | 0 |
| Post-DRT Antenna Nets | 0 |
| Ports | 113 |
| Initial antenna violation count | 3 |
| Leakage power | 17.4 nW |
| Clock Root Buffer | clkbuf_16 |
| DPL Wire Length | 91,900 um |
| Die area | 95,600 um2 |
| Largest Register | regs |
| Cts bufs inserted | 104 |
| WP data arrival | 5.12 ns |
| Largest net degree at the start of global routing | 86 |
| Area growth syn-to-layout | 13.8% |
| Max reg flops | 992 |
| # Cells Yosys | 2,759 |
| Die W | 309 um |
| Overall routed net length | 158,000 um |
| CP Cell Sequence | buf_4 -> buf_4 -> buf_4 -> a2111oi_0 -> o41ai_1 -> a21oi_1 -> o41ai_1 -> buf_4 -> clkdlybuf4s50_1 |
| Largest regs | regs x992 |
| CTS H-tree lvls | 3 |
| Avg WL per Cell | 37.2 um |
| Area of the core | 93,500 um2 |
| Fin. Hold Viols | 0 |
| Setup repair bufs after CTS | 0 |
| Final Max Tran Viols | 0 |
| Routed length on met3 | 31,500 um |
| Mapped Cells | 2,759 |
| Row count | 112 |
| Ys flops | 992 |
| Met1 wire length | 50,000 um |
| Status | finished clean |
| Max transition margin | 0.253 |
| Top sig layer | met5 |
| TritonCTS clock tree | yes |
| Global Route Usage Sum | 0.378 |
| First-pass GRT wire length | 225,000 um |
| Crit path buf inv count | 5 |
| CP Launch Type | input port |
| RSZ-0062 raised after global routing | false |
| Main synth FF type | edfxtp_1 |
| Layout cells sized above 1 | 0.258 |
| Number of enable flip-flop cells | 992 |
| Max-cap viol count | 0 |
| Count of yosys warnings during synthesis | 1 |
| Wire length on met2 | 69,000 um |
| PortBufs | 112 |
| Tally of unique sky130hd cells used after synthesis | 51 |
| Cell family with most CP delay | buffers and inverters |
| Die y size | 309 um |
| Worst hold path startpoint | rd_wdata[10] |
| Worst setup EP type | output pin |
| Slowest stage delay, CP | 1.01 ns |
| Yosys chip area | 47,200 um2 |
| Pre-CTS setup slack | 0.718 ns |
| CTS sink cnt | 992 |
| Tcrit/Tclk final | 0.922 |
| Worst Tran Pin Value | 1.11 ns |
| Grt ovf | 0 |
| Pwr dens | 248 nW/um2 |
Yosys cell counts, types with 5 or more instances:
library cell	count	area (um2)
nand3b_1	7	52.6
mux2_4	12	180
a221oi_1	13	114
a31oi_1	20	125
mux4_2	303	6820
a311oi_1	18	158
nor3_1	21	105
mux2_2	79	890
a21oi_1	61	305
a22o_1	21	184
nor2b_1	30	188
nor2_1	73	274
o22ai_1	77	482
a2111oi_0	12	105
nand2b_1	5	31.3
a32o_1	31	310
o2111ai_1	37	324
o41ai_1	24	210
buf_4	17	128
xnor2_1	6	52.6
a211oi_1	58	435
clkbuf_1	98	368
o211ai_1	21	158
buf_2	95	475
a2bb2oi_1	19	166
a22oi_1	31	233
nand2_1	154	578
mux2i_1	272	2720
edfxtp_1	992	29800
o21ai_0	31	155
buf_6	20	225
a32oi_1	19	166
a2111o_1	31	349
nand3_1	16	80.1
buf_1	8	30.0
metrics by stage:
stage / instance area, um2 / total power, mW / std cells / util / hold WS, ns
final: 53700 / 13.3 / 4247 / 0.575 / 1.51
after global routing: 53700 / 13.7 / 4247 / 0.575 / 1.55
after CTS: 53700 / 13.4 / 4246 / 0.574 / 1.49
after detailed placement: 50300 / 7.97 / 4051 / 0.538 / 2.20
after global placement: 50300 / 7.97 / 4051 / 0.538 / 2.19
after floorplan: 47200 / 7.36 / 2759 / - / 1.52
power breakdown:
part / internal (mW) / switching, mW
Clock: 3.17 / 2.29
Sequential: 6.52 / 0.0275
Combinational: 0.543 / 0.792
Total: 10.2 / 3.11
worst paths after layout:
path                           end  slack (ns)  cells past startpoint
worst max-delay path  rs1_rdata[1]        0.56                      9
worst min-delay path  regs[20][10]        1.51                      1
placed cells by master, fill, tap and decap left out, types with 58 or more instances in the layout:
cell | netlist | routed
mux2i_1 | 272 | 272
nand2_1 | 154 | 154
edfxtp_1 | 992 | 992
mux4_2 | 303 | 303
a21oi_1 | 61 | 61
clkdlybuf4s50_1 | 0 | 102
clkbuf_16 | 0 | 107
buf_4 | 17 | 160
mux2_2 | 79 | 79
a211oi_1 | 58 | 58
o22ai_1 | 77 | 77
metal layers:
metal  vias up  global-route usage
met4        18               0.118
met5         -              0.0561
met1     14600               0.490
met3       393               0.308
met2      2293               0.500
li1      12000                   -
logic make-up (layout without fill, tap and decap cells):
kind of cell | count (synthesis) | in the layout | synth area share
flip-flops | 992 | 992 | 0.631
multiplexers | 666 | 666 | 0.225
AND-OR/OR-AND | 527 | 527 | 0.0849
AND/OR/NAND/NOR | 320 | 320 | 0.0300
buffers and inverters | 244 | 477 | 0.0273
XOR/XNOR | 10 | 10 | 0.00186
other | 0 | 1 | 0
final cells by class:
cell class,instances,area (um2)
Inverter,3,11.3
Timing Repair Buffer,279,2510
Sequential cell,992,29800
Antenna cell,1,2.50
Tap cell,1254,1570
Clock inverter,74,656
Fill cell,6861,39800
Multi-Input combinational cell,1523,16400
Clock buffer,121,2730
Power and IR drop assume default switching activity.
